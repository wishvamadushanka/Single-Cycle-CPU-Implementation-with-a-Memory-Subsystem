<file path="flow/run.sh">
#!/bin/bash
# OpenROAD 26Q1-2900-gdf79404cd8, Yosys 0.63+post, stock flow scripts
make -C /OpenROAD-flow-scripts/flow DESIGN_CONFIG=/design/flow/config.mk WORK_HOME=/design/flow/orfs finish
</file>
<file path="flow/config.mk">
export PLATFORM = sky130hd
export DESIGN_NAME = adder
export DESIGN_NICKNAME = adder
export VERILOG_FILES = /design/flow/design.v
export SDC_FILE = /design/flow/constraint.sdc
export NUM_CORES = 4
export LEC_CHECK = 1
export CORE_AREA = 10 10 70 70
export DIE_AREA = 0 0 80 80
</file>
<file path="flow/constraint.sdc">
current_design adder

set clk_period 9.1
set clk_io_pct 0.2

create_clock -name clk0 -period $clk_period

set non_clock_inputs [all_inputs -no_clocks]
set_input_delay [expr $clk_period * $clk_io_pct] -clock clk0 $non_clock_inputs
set_output_delay [expr $clk_period * $clk_io_pct] -clock clk0 [all_outputs]
</file>
<file path="flow/design.v">
`timescale 1ns/100ps
module cpu(read_memory, write_memory, memory_address, memory_writedata, PC, memory_readdata, read_ins, busywait, busywait_ins, INSTRUCTION, CLK, RESET);
	output reg [31:0] PC;
	output reg read_ins;
	input busywait_ins;
	input [31:0] INSTRUCTION;
	input CLK,RESET;
	reg [7:0] readreg1, readreg2, writereg, immediate, opcode;
	wire [31:0] pc_add_out;	 
	wire [7:0] regout1, regout2, mux_out_cmplmnt,cmplmnt_reg2;
	wire [7:0] operand2, alu_result;
	wire wrten, mux_cmplmnt_select, mux_immd_select, jump, branch;
	wire [2:0] alu_op;
	wire [31:0] jumpadrress;
	wire [31:0] pc_final_out, out_branch;
	wire branch_en, zero;
	wire mux_writedata_select;
	input busywait;
	input [7:0] memory_readdata; 
	output wire read_memory, write_memory;
	output wire [7:0] memory_address, memory_writedata;
	wire [7:0] write_data; 
	control mycontrol(mux_writedata_select, read_memory, write_memory, jump, branch, wrten, mux_cmplmnt_select, mux_immd_select, alu_op, opcode, busywait, busywait_ins, INSTRUCTION);
	mux mux_writedata(write_data, memory_readdata, alu_result, mux_writedata_select);
	reg_file myreg_file(regout1, regout2, write_data, writereg[2:0], readreg1[2:0], readreg2[2:0], wrten, CLK, RESET);
	mux mux_cmplmt(mux_out_cmplmnt, regout2, cmplmnt_reg2,mux_cmplmnt_select);
	mux mux_immd(operand2, immediate, mux_out_cmplmnt, mux_immd_select);
	addadrress myaddadrress(jumpadrress, pc_add_out, writereg);
	and and1(branch_en, branch, zero);
	mux32 mux_branch(out_branch, jumpadrress, pc_add_out, branch_en);
	mux32 mux_jump(pc_final_out, jumpadrress, out_branch, jump);
	alu myalu(memory_address, zero, alu_result, regout1, operand2, alu_op);
	assign memory_writedata = regout1;
	assign #1 pc_add_out = PC + 4;
	assign #1 cmplmnt_reg2 = ~regout2 + 1;
	always @ (RESET)
	begin
		if(RESET)
		begin
			#1 PC = -32'd4;
			read_ins = 0;
		end
	end
	always @ (posedge CLK)
	begin
		#1
		if(~RESET && !busywait && !busywait_ins)   
		begin
			PC = pc_final_out;
			read_ins = 1;
		end
	end	
	always @ (INSTRUCTION)
	begin
		if(~RESET)
		begin
			{opcode[7:0],writereg[7:0], readreg1[7:0], readreg2[7:0]} = INSTRUCTION[31:0];
			immediate[7:0] = INSTRUCTION[7:0];
		end
	end
endmodule
module mux32(out, in1, in2, select);
	input [31:0] in1,in2;
	input select;
	output reg [31:0] out;
	always @(*)
	begin
		if(select)
			begin
				out = in1;
			end
		else
			begin
				out = in2;
			end
	end
endmodule
module complement(out,in);
	input [7:0] in;
	output reg [7:0] out;
	always @ (in)
	begin
		#1
		out = ~in + 8'd1;
	end
endmodule
module adder(out,pc);
	input [31:0] pc;
	output reg [31:0] out;
	always @ (pc)
	begin
		#1
		out = pc + 32'd4;
	end
endmodule
module addadrress(out, pc, immediate);
	input [31:0] pc;
	input [7:0] immediate;
	output wire [31:0] out;
	reg [31:0] temp;
	assign #2 out = pc + temp;
	always @ (*)
	begin
		if(immediate[7] == 1'b1)
		begin
			temp = {22'b1111111111111111111111, immediate[7:0], 2'b00};
		end
		else
		begin
			temp = {22'b0000000000000000000000, immediate[7:0], 2'b00};
		end
	end
endmodule
module mux(out, in1, in2, select);
	input [7:0] in1,in2;
	input select;
	output reg [7:0] out;
	always @(*)
	begin
		if(select)
			begin
				out = in1;
			end
		else
			begin
				out = in2;
			end
	end
endmodule
</file>
==> flow_summary_export.csv <==
group,metric,value,unit
logic_synthesis,yosysWarningCount,1,
global_route,grt_pass1_wl,3800,µm
clock_network,post_cts_resized,0,
logic_synthesis,ys_seq_share,0,%
worst_setup_path,arrival,4.03,ns
sta,period_needed,5.85,ns
power_and_ir_drop,p_per_area,34.1,nW/µm²
global_route,antenna_found_initial,0,
routing,ant_nets,0,
worst_setup_path,path_common_cell,"clkdlybuf4s50_1",
finish,layout-drive-gt1-share,4.96,%
routing,dr.pass1.iters,3,
finish,ff_count,0,
sta,timing.final.crit_share,64.3,%
worst_hold_path,hold_path_depth,0,
sta,setup_viol,0,
routing,drtIter0Drc,11,
floorplanning,die_w,80,µm
finish,clockBufferCount,0,
power_and_ir_drop,finalPower,0.0417,mW
clock_network,hold_buffers,0,
logic_synthesis,top_area_share,31.7,%
worst_setup_path,crit_fanout,8,
global_route,grt_max_degree,9,
placement,io_buffers,60,
routing,drc,0,
power_and_ir_drop,leakagePower,0.423,nW
placement,finalWeightedCongestion,0.718,
worst_setup_path,criticalPathCategory,"input port to output port",
routing,viasPerCell,4.18,
sta,finalHoldViolCount,0,
sta,worst_pin_slew,0.502,ns
logic_synthesis,syn_avg_cell_area,6.99,µm²
finish,fill_cells,351,
floorplanning,rows,21,
logic_synthesis,topCellsByArea,"xnor2_1 32%, xor2_1 11%, nand4_1 9.7%",
routing,vias,781,
logic_synthesis,mappedNetlistArea,581,µm²
routing,diodes,0,
global_route,grt_use_total,6.90,%
finish,finalCoreUtilization,35.8,%
routing,wl,2250,µm
finish,logic_area,558,µm²
floorplanning,ios,64,
sta,setup_ws,3.25,ns
placement,dpl_worst_slack,3.19,ns
sta,rsz0062_at_grt,"false",
global_route,grt_remaining_overflow,0,
routing,wl_per_cell,12.0,µm
clock_network,cts_setup_buffers,0,
flow_run,max-cap-violations,0,
sta,maxSlewHeadroom,66.3,%
worst_hold_path,min-delay-start,"pc[0]",
logic_synthesis,yosysUniqueCellTypes,18,
flow_run,warnings,32,
finish,areaGrowthSynthToFinish,111,%
sta,fmax,171,MHz
floorplanning,core_region_area,3420,µm²
logic_synthesis,syn_inst,83,
status,outcome,"finished clean",
floorplanning,fp.dieH,80,µm
worst_setup_path,critPathSlowestCell,"clkdlybuf4s50_1",
logic_synthesis,synth_top_cell_by_area,"xnor2_1",
worst_setup_path,critPathLaunchType,"input port",
worst_hold_path,hp-class,"input port to output port",
worst_setup_path,critPathMaxStageDelay,0.52,ns
placement,hpwl,2020,µm
worst_setup_path,cp_data_required_time,7.28,ns
sta,tns,0,ns
finish,seq_area,0,µm²
floorplanning,chipArea,6400,µm²
logic_synthesis,top_cell,"xnor2_1",
logic_synthesis,synth_chip_area,581,µm²
worst_hold_path,min_to,"out[0]",
worst_setup_path,cp_cell_sequence,"clkdlybuf4s50_1, ha_1, nand3_1, nor4_4, nand4_1, xnor2_1, clkdlybuf4s50_1",
logic_synthesis,netlist_top_cells_count,"21 x xnor2_1, 10 x nand2_1, 10 x nand3_1, 9 x nand4_1",
worst_setup_path,cp_num_buf_inv,2,
logic_synthesis,yosysCellCount,83,
worst_setup_path,critPathCaptureType,"output port",
power_and_ir_drop,ir_drop,0.0154,mV
worst_setup_path,cp_top_family,"buffers and inverters",
global_route,grt_pass1_vias,856,
floorplanning,fp_util,17.0,%
sta,drv_slew,0,
## metal layers
| metal | vias to the layer above | track usage (%) | part of all wire (%) |
|---|---|---|---|
| met1 | 339 | 7.78 | 40 |
| met2 | 30 | 12.4 | 47 |
| met3 | 0 | 3.07 | 14 |
| met4 | 0 | 0 | 0 |
| li1 | 412 | - | - |
| met5 | - | 0 | 0 |
## layout by cell type (no fill, tap or decap), drive strengths merged
cell	count
clkdlybuf4s50	60
nor3	3
nor2	7
nand2	10
and3	2
and2	1
ha	1
nand3	11
xor2	7
inv	2
and4	2
nand4	10
nor4	2
xnor2	21
or2	2
## worst max path at each step
stage | start | to | slack [ns] | cells after the start
after CTS | pc[2] | out[28] | 3.19 | 7
after global routing | pc[2] | out[28] | 2.95 | 7
final | pc[2] | out[28] | 3.25 | 7
## kinds of logic (layout without fill, tap and decap cells)
group	count (synthesis)	in the layout	synth area share (%)
buffers and inverters	4	62	3.88
adder cells (fa/ha/maj)	1	1	2.15
XOR/XNOR	28	28	42.2
AND/OR/NAND/NOR	50	50	51.7
## power by group
group / total, mW / leakage, nW / switching [mW] / internal [mW]
clock network: 0 / 0 / 0 / 0
logic: 0.0417 / 0.423 / 0.0126 / 0.0291
registers: 0 / 0 / 0 / 0
total: 0.0417 / 0.423 / 0.0126 / 0.0291
## layout make-up
class / instances / share of cell area (%)
Timing Repair Buffer: 60 / 49.1
Tap cell: 46 / 4.70
Multi-Input combinational cell: 79 / 45.6
Inverter: 2 / 0.613
## metrics by stage
step,hold WS (ns),instance area (µm²),std cells
5_1_grt,3.64,1220,187
4_1_cts,3.64,1220,187
6_report,3.64,1220,187
3_3_place_gp,3.64,1220,187
2_1_floorplan,3.65,581,83
3_5_place_dp,3.64,1220,187
Power and IR drop assume default switching activity.
